$ cat flow/design.v
module fft (
    input wire clk,
    input wire rst_n,
    input wire start,
    input wire signed [15:0] x_real [0:7],
    input wire signed [15:0] x_imag [0:7],
    output logic signed [15:0] X_real [0:7],
    output logic signed [15:0] X_imag [0:7],
    output logic done
);
    logic signed [15:0] stage0_real [0:7];
    logic signed [15:0] stage0_imag [0:7];
    logic signed [15:0] stage1_real [0:7];
    logic signed [15:0] stage1_imag [0:7];
    logic signed [15:0] stage2_real [0:7];
    logic signed [15:0] stage2_imag [0:7];
    parameter signed [15:0] W8_0_REAL = 16'h0100;  
    parameter signed [15:0] W8_0_IMAG = 16'h0000;  
    parameter signed [15:0] W8_1_REAL = 16'h00B5;  
    parameter signed [15:0] W8_1_IMAG = 16'hFF4B;  
    parameter signed [15:0] W8_2_REAL = 16'h0000;  
    parameter signed [15:0] W8_2_IMAG = 16'hFF00;  
    parameter signed [15:0] W8_3_REAL = 16'hFF4B;  
    parameter signed [15:0] W8_3_IMAG = 16'hFF4B;  
    typedef enum logic [2:0] {
        IDLE,
        STAGE0,
        STAGE1,
        STAGE2,
        DONE
    } state_t;
    state_t state, next_state;
    function [2:0] bit_reverse;
        input [2:0] index;
        begin
            bit_reverse = {index[0], index[1], index[2]};
        end
    endfunction
    function void complex_mult;
        input signed [15:0] a_real; 
        input signed [15:0] a_imag;
        input signed [15:0] b_real;
        input signed [15:0] b_imag;
        output signed [15:0] result_real;
        output signed [15:0] result_imag;
        logic signed [31:0] temp_real;
        logic signed [31:0] temp_imag;
        begin
            temp_real = (a_real * b_real) - (a_imag * b_imag);
            temp_imag = (a_real * b_imag) + (a_imag * b_real);
            result_real = temp_real[23:8];  
            result_imag = temp_imag[23:8];  
        end
    endfunction
    task butterfly;
        input signed [15:0] a_real, a_imag;
        input signed [15:0] b_real, b_imag;
        input signed [15:0] w_real, w_imag;
        output signed [15:0] out1_real, out1_imag;
        output signed [15:0] out2_real, out2_imag;
        logic signed [15:0] wb_real, wb_imag;
        begin
            complex_mult(w_real, w_imag, b_real, b_imag, wb_real, wb_imag);
            out1_real = a_real + wb_real;
            out1_imag = a_imag + wb_imag;
            out2_real = a_real - wb_real;
            out2_imag = a_imag - wb_imag;
        end
    endtask
    always_ff @(posedge clk or negedge rst_n) begin
        if (!rst_n) begin
            state <= IDLE;
        end else begin
            state <= next_state;
        end
    end
    always_comb begin
        case (state)
            IDLE: next_state = start ? STAGE0 : IDLE;
            STAGE0: next_state = STAGE1;
            STAGE1: next_state = STAGE2;
            STAGE2: next_state = DONE;
            DONE: next_state = IDLE;
            default: next_state = IDLE;
        endcase
    end
    always_ff @(posedge clk) begin
        case (state)
            IDLE: begin
                done <= 1'b0;
                for (int i = 0; i < 8; i++) begin
                    stage0_real[i] <= x_real[bit_reverse(i)]; 
                    stage0_imag[i] <= x_imag[bit_reverse(i)];  
                end
            end
            STAGE0: begin
                butterfly(stage0_real[0], stage0_imag[0], stage0_real[1], stage0_imag[1], 
                         W8_0_REAL, W8_0_IMAG, stage1_real[0], stage1_imag[0], stage1_real[1], stage1_imag[1]);
                butterfly(stage0_real[2], stage0_imag[2], stage0_real[3], stage0_imag[3], 
                         W8_0_REAL, W8_0_IMAG, stage1_real[2], stage1_imag[2], stage1_real[3], stage1_imag[3]);
                butterfly(stage0_real[4], stage0_imag[4], stage0_real[5], stage0_imag[5], 
                         W8_0_REAL, W8_0_IMAG, stage1_real[4], stage1_imag[4], stage1_real[5], stage1_imag[5]);
                butterfly(stage0_real[6], stage0_imag[6], stage0_real[7], stage0_imag[7], 
                         W8_0_REAL, W8_0_IMAG, stage1_real[6], stage1_imag[6], stage1_real[7], stage1_imag[7]);
            end
            STAGE1: begin
                butterfly(stage1_real[0], stage1_imag[0], stage1_real[2], stage1_imag[2], 
                         W8_0_REAL, W8_0_IMAG, stage2_real[0], stage2_imag[0], stage2_real[2], stage2_imag[2]);
                butterfly(stage1_real[1], stage1_imag[1], stage1_real[3], stage1_imag[3], 
                         W8_2_REAL, W8_2_IMAG, stage2_real[1], stage2_imag[1], stage2_real[3], stage2_imag[3]);
                butterfly(stage1_real[4], stage1_imag[4], stage1_real[6], stage1_imag[6], 
                         W8_0_REAL, W8_0_IMAG, stage2_real[4], stage2_imag[4], stage2_real[6], stage2_imag[6]);
                butterfly(stage1_real[5], stage1_imag[5], stage1_real[7], stage1_imag[7], 
                         W8_2_REAL, W8_2_IMAG, stage2_real[5], stage2_imag[5], stage2_real[7], stage2_imag[7]);
            end
            STAGE2: begin
                butterfly(stage2_real[0], stage2_imag[0], stage2_real[4], stage2_imag[4], 
                         W8_0_REAL, W8_0_IMAG, X_real[0], X_imag[0], X_real[4], X_imag[4]);
                butterfly(stage2_real[1], stage2_imag[1], stage2_real[5], stage2_imag[5], 
                         W8_1_REAL, W8_1_IMAG, X_real[1], X_imag[1], X_real[5], X_imag[5]);
                butterfly(stage2_real[2], stage2_imag[2], stage2_real[6], stage2_imag[6], 
                         W8_2_REAL, W8_2_IMAG, X_real[2], X_imag[2], X_real[6], X_imag[6]);
                butterfly(stage2_real[3], stage2_imag[3], stage2_real[7], stage2_imag[7], 
                         W8_3_REAL, W8_3_IMAG, X_real[3], X_imag[3], X_real[7], X_imag[7]);
            end
            DONE: begin
                done <= 1'b1;
            end
        endcase
    end
endmodule
module de1_soc_top (
    input wire CLOCK_50,
    input wire [3:0] KEY,
    input wire [9:0] SW,
    output wire [9:0] LEDR,
    output wire [6:0] HEX0,
    output wire [6:0] HEX1,
    output wire [6:0] HEX2,
    output wire [6:0] HEX3,
    output wire [6:0] HEX4,
    output wire [6:0] HEX5
);
    logic clk;
    logic rst_n;
    logic start;
    logic signed [15:0] x_real [0:7];  
    logic signed [15:0] x_imag [0:7];
    wire signed [15:0] X_real [0:7];
    wire signed [15:0] X_imag [0:7];
    wire done;
    logic [31:0] timer_count;
    logic [31:0] execution_cycles;
    logic timing_active;
    logic start_prev;
    assign clk = CLOCK_50;
    assign rst_n = KEY[0];
    assign start = ~KEY[1];
    always_ff @(posedge clk or negedge rst_n) begin
        if (!rst_n) begin
            timer_count <= 32'h0;
            execution_cycles <= 32'h0;
            timing_active <= 1'b0;
            start_prev <= 1'b0;
        end else begin
            start_prev <= start;
            if (start && !start_prev) begin
                timer_count <= 32'h0;
                timing_active <= 1'b1;
            end
            if (timing_active && !done) begin
                timer_count <= timer_count + 1;
            end
            if (done && timing_active) begin
                execution_cycles <= timer_count;
                timing_active <= 1'b0;
            end
        end
    end
    always_comb begin
        if (SW[9]) begin
            x_real[0] = 16'h0100; 
            x_imag[0] = 16'h0000; 
            for (int i = 1; i < 8; i++) begin
                x_real[i] = 16'h0000; 
                x_imag[i] = 16'h0000; 
            end
        end else begin
            x_real[0] = 16'h0000; 
            x_real[1] = 16'h00B5; 
            x_real[2] = 16'h0100;  
            x_real[3] = 16'h00B5; 
            x_real[4] = 16'h0000; 
            x_real[5] = 16'hFF4B;  
            x_real[6] = 16'hFF00;  
            x_real[7] = 16'hFF4B; 
            for (int i = 0; i < 8; i++) begin
                x_imag[i] = 16'h0000; 
            end
        end
    end
    fft fft_inst (
        .clk(clk),
        .rst_n(rst_n),
        .start(start),
        .x_real(x_real),
        .x_imag(x_imag),
        .X_real(X_real),
        .X_imag(X_imag),
        .done(done)
    );
    assign LEDR[0] = done;  
    function [6:0] hex_decoder;
        input [3:0] value;
        begin
            case (value)
                4'h0: hex_decoder = 7'b1000000;
                4'h1: hex_decoder = 7'b1111001;
                4'h2: hex_decoder = 7'b0100100;
                4'h3: hex_decoder = 7'b0110000;
                4'h4: hex_decoder = 7'b0011001;
                4'h5: hex_decoder = 7'b0010010;
                4'h6: hex_decoder = 7'b0000010;
                4'h7: hex_decoder = 7'b1111000;
                4'h8: hex_decoder = 7'b0000000;
                4'h9: hex_decoder = 7'b0010000;
                4'hA: hex_decoder = 7'b0001000;
                4'hB: hex_decoder = 7'b0000011;
                4'hC: hex_decoder = 7'b1000110;
                4'hD: hex_decoder = 7'b0100001;
                4'hE: hex_decoder = 7'b0000110;
                4'hF: hex_decoder = 7'b0001110;
            endcase
        end
    endfunction
    wire [2:0] index;
    wire show_real;
    wire show_timer;
    assign index = SW[2:0];      
    assign show_real = SW[3];    
    assign show_timer = SW[4];   
    wire [15:0] display_data;
    assign display_data = show_timer ? execution_cycles[15:0] : show_real ? X_real[index] : X_imag[index];
    assign HEX0 = hex_decoder(display_data[3:0]);
    assign HEX1 = hex_decoder(display_data[7:4]);
    assign HEX2 = hex_decoder(display_data[11:8]);
    assign HEX3 = hex_decoder(display_data[15:12]);
    assign HEX4 = 7'b1111111;
    assign HEX5 = 7'b1111111;
endmodule
$ cat flow/run.sh
#!/bin/bash
# OpenROAD 26Q1-2900-gdf79404cd8, Yosys 0.63+post, stock flow scripts
make -C /OpenROAD-flow-scripts/flow DESIGN_CONFIG=/design/flow/config.mk WORK_HOME=/design/flow/orfs finish
$ cat flow/config.mk
export PLATFORM = sky130hd
export DESIGN_NAME = de1_soc_top
export DESIGN_NICKNAME = de1_soc_top
export VERILOG_FILES = /design/flow/design.v
export SDC_FILE = /design/flow/constraint.sdc
export NUM_CORES = 4
export LEC_CHECK = 1
export CORE_UTILIZATION = 30
export SYNTH_HDL_FRONTEND = slang
$ cat flow/constraint.sdc
current_design de1_soc_top

set clk_period 9.8
set clk_io_pct 0.2

create_clock -name clk0 -period $clk_period [get_ports {CLOCK_50}]

set non_clock_inputs [all_inputs -no_clocks]
set_input_delay [expr $clk_period * $clk_io_pct] -clock clk0 $non_clock_inputs
set_output_delay [expr $clk_period * $clk_io_pct] -clock clk0 [all_outputs]
==> summary.txt <==
Latest figures from synthesis and place and route.

Of the total synthesized cell area, the portion taken by AND, OR, NAND and NOR gates is 0.08114. The starting density of the core is 0.3026. The path category of the worst min-delay check is flip-flop to flip-flop. The critical path arrival is 8300 ps.

Yosys instantiated no cell more often than sky130_fd_sc_hd__inv_1. STA lists the startpoint of the worst hold path as fft_inst.stage0_real[0][8]$_DFFE_PP_. The layout report lists the multi-input gate area as 18350 um2. Per the detailed-route log, wirelength across all metal layers totals 51750 um. The synthesized area is 25720 um2. The count of final setup violators is 0. Measured against the total synthesized area, the mux share comes to 0.04368. Averaged over all synthesized cells, the footprint is 10.40 um2. Post-CTS repair ended up resizing 0 cells.

Synthesis produced 2472 cells. The yosys warning tally is 9. The first global-routing pass estimated 84990 um of wire. The static leakage is 13.19 nW. The peak supply drop is 0.1113 mV. STA shows the worst min-delay path finishing at fft_inst.stage1_real[104]$_DFFE_PP_. The post-synthesis to final-layout area growth is 10.72%.

The maximum clock rate is 0.1231 GHz. Along the worst hold path, the cell count comes to 0. The source of the worst register-to-register timing path is fft_inst.stage2_imag[37]$_DFFE_PP_. The number of DRC markers in iteration 0 is 622.

The largest family of logic cells by area is adder cells. The report shows a maximum critical-path fanout of 11. After synthesis, the chip area reported by Yosys is 25720 um2. Counting endpoints that fail hold in the final report gives 0. The register share after synthesis is 0.2260. The number of different library cells used by synthesis comes to 95.

The startpoint type of the worst setup path is a flip-flop. Per the post-CTS timing run, clock transition at the registers of the reported paths is 80 ps. The post-route clock skew is 22.44 ps.

The CTS buffer count is 17. After synthesis the netlist holds a flip-flop and latch count of 200. In the post-synthesis netlist, the biggest area contributors are sky130_fd_sc_hd__ha_1 (22%), sky130_fd_sc_hd__edfxtp_1 (19%), sky130_fd_sc_hd__fa_1 (18%). The via-per-instance ratio is 4.346. TritonCTS built the clock tree. The post-synth tally of flip-flops with integrated enable is 161. TritonRoute reported its final design rule violation total as 0. Among all flip-flop cells after synthesis, the most frequent one is sky130_fd_sc_hd__edfxtp_1. The via count of the first global-routing pass is 16490. The repair_antennas step left the layout with diodes totalling 0.

Detailed routing inserted a total of 16470 vias. Per the CTS log, the buffer count on the longest clock path is 2. Measured in cells, the most critical reg-to-reg path has a length of 24. The number of buffers inserted by port buffering is 37. After synthesis, the design contains 2472 cells according to Yosys. The OpenROAD warning count is 181.

The final timing summary puts the cycle share of the worst path at 0.8290. The final layout reports a setup TNS of 0 ps. After global routing the overflow that remains totals 0.

The run reported a max-capacitance violation count of 0. The worst-case max-slew headroom was logged as 0.4453. The filler-free cell count of the finished design is 3789. The total I/O pin count is 67. In the global route stage, overall resource usage came out at 0.1297. The number of hold buffers added after CTS is 0. The largest net degree at the start of global routing is 52. TritonRoute output was used to compute an average wire per cell of 13.66 um. The width of the die is 294.8 um.

The cell type contributing the most total cell area after synthesis is sky130_fd_sc_hd__ha_1. The share of the synthesized area in the top cell type is 0.2208. The flow ran to the end, and the final reports show no timing, DRC or antenna violations. The share of flip-flops with an asynchronous set or reset after synthesis is 0.1950. Per the OpenROAD floorplan log, the area of the die is 86910 um2. The worst path needs 8125 ps of the cycle, external delays included. The completed layout was analyzed and its total power is 0.003809 W. The worst register-to-register path ends at fft_inst.X_imag[47]$_DFFE_PP_. In this run the post-CTS setup repair buffer count came out at 0. The post-placement cell count is 3757. Row generation in the floorplan step produced 107 rows. Counting pins that exceed their max-slew limit in the final report gives 0. The most critical hold endpoint after final layout shows a slack of 424.3 ps.

The area taken by sequential standard cells is reported as 5816 um2. The cell-mix breakdown from Yosys lists the adder-cell area share as 0.4053. The worst setup path is of the flip-flop to flip-flop kind. The number of antenna violations at the first check in global routing is 0. The synthesized-area fraction occupied by xor and xnor cells is 0.06664. The buffer type at the clock tree root is sky130_fd_sc_hd__clkbuf_16.

The layout has 8495 filler cells. The core region is 85010 um2. Per the final layout report, the fraction of cells sized above drive strength 1 comes to 0.05898. According to the report, the first pass of detailed routing completed in 6 iterations. The worst setup path is captured at a flip-flop. The vertical die dimension reported for this design is 294.8 um. At the later pin of the worst-skew pair, clock insertion delay measures 460 ps. At the pin with the least slew margin, the transition time is 821.4 ps. According to the dpl log, the detail-placed design has an HPWL of 43270 um.

The post-synthesis share of cell area spent on and-or and or-and gates is 0.09432. Once detail routing completed, the nets flagged for antenna violations numbered 0. Sorting the synthesized cells by how often they occur yields sky130_fd_sc_hd__inv_1 (462), sky130_fd_sc_hd__ha_1 (454), sky130_fd_sc_hd__fa_1 (237), sky130_fd_sc_hd__edfxtp_1 (161), sky130_fd_sc_hd__xnor2_1 (136). The flow reported a cell area power density of 133.8 nW/um2. Setup repair after global routing left no endpoint under its margin. For this design, the sink count on the clock tree is 200. The weighted congestion reported at the end of routability-driven placement is 0.8891. STA puts the critical path data required time at 9980 ps. The reg2reg setup slack is 1680 ps.

Per the CTS log, the maximum H-tree level is 4.
[layer usage]
metal  routed length [um]  vias up  part of all wire  global-route usage
li1                     -     8363                 -                   -
met1                23510     7781              0.45              0.1787
met2                23160      293              0.45              0.2033
met3                 3905       31             0.075             0.04530
met4                 1175        0             0.023             0.02325
met5                    0        -                 0                   0
[state kept, by name, summed over array words and instances, names as in the netlist]
signal / cells
fft_inst.stage1_real: 2
timing_active: 1
fft_inst.done: 1
fft_inst.X_real: 63
fft_inst.stage2_imag: 30
fft_inst.stage0_real: 2
fft_inst.stage2_real: 1
timer_count: 16
fft_inst.state: 5
fft_inst.X_imag: 62
execution_cycles: 16
start_prev: 1
[power breakdown]
group | switching (W) | internal, W
sequential | 0.000000313 | 0.00106
clock | 0.000377 | 0.000355
combinational | 0.00120 | 0.000817
[cell type report]
class                           instances  area share
Clock buffer                           18     0.01542
Tap cell                             1144     0.05026
Multi-Input combinational cell       1889      0.6444
Inverter                              463     0.06103
Clock inverter                         14    0.005668
Timing Repair Buffer                   61     0.01898
Sequential cell                       200      0.2042
[worst max-delay path: stages, from the launching register on]
cell and delay, ps:
sky130_fd_sc_hd__edfxtp_1 720, sky130_fd_sc_hd__inv_1 290, sky130_fd_sc_hd__ha_1 440, sky130_fd_sc_hd__fa_1 400, sky130_fd_sc_hd__inv_1 70, sky130_fd_sc_hd__fa_1 430, sky130_fd_sc_hd__fa_1 510, sky130_fd_sc_hd__inv_1 50
sky130_fd_sc_hd__fa_1 470, sky130_fd_sc_hd__inv_1 50, sky130_fd_sc_hd__fa_1 470, sky130_fd_sc_hd__ha_1 260, sky130_fd_sc_hd__a211oi_1 240, sky130_fd_sc_hd__o21bai_1 170, sky130_fd_sc_hd__o21a_1 260, sky130_fd_sc_hd__o41ai_1 750
sky130_fd_sc_hd__a21oi_1 190, sky130_fd_sc_hd__o21a_1 230, sky130_fd_sc_hd__nor2_1 160, sky130_fd_sc_hd__o21bai_1 120, sky130_fd_sc_hd__xor2_1 480, sky130_fd_sc_hd__ha_1 410, sky130_fd_sc_hd__or3_1 340, sky130_fd_sc_hd__o21a_1 190
sky130_fd_sc_hd__xor2_1 130
[per-stage QoR]
| stage | utilization | cell area [um2] | setup slack [ps] |
|---|---|---|---|
| 2_1_floorplan | - | 26290 | 3.154 |
| 3_3_place_gp | 0.3279 | 27880 | 1716 |
| 3_5_place_dp | 0.3279 | 27880 | 1706 |
| 4_1_cts | 0.3350 | 28480 | 1671 |
| 5_1_grt | 0.3350 | 28480 | 1142 |
| 6_report | 0.3350 | 28480 | 1675 |
[worst max-delay path by stage]
stage | startpoint | slack (ps) | to
finish | fft_inst.stage2_imag[37]$_DFFE_PP_ | 1680 | fft_inst.X_imag[47]$_DFFE_PP_
global route | fft_inst.stage2_imag[37]$_DFFE_PP_ | 1140 | fft_inst.X_imag[111]$_DFFE_PP_
CTS | fft_inst.stage2_imag[37]$_DFFE_PP_ | 1670 | fft_inst.X_imag[47]$_DFFE_PP_
[cell usage in the layout (no fill, tap or decap), types with 10 or more instances in the layout]
cell	n
sky130_fd_sc_hd__a21o_1	23
sky130_fd_sc_hd__a21oi_1	105
sky130_fd_sc_hd__a31oi_1	17
sky130_fd_sc_hd__and3_1	11
sky130_fd_sc_hd__buf_4	24
sky130_fd_sc_hd__clkbuf_16	17
sky130_fd_sc_hd__clkdlybuf4s50_1	35
sky130_fd_sc_hd__conb_1	153
sky130_fd_sc_hd__dfrtp_1	37
sky130_fd_sc_hd__edfxtp_1	161
sky130_fd_sc_hd__fa_1	237
sky130_fd_sc_hd__ha_1	453
sky130_fd_sc_hd__inv_1	461
sky130_fd_sc_hd__mux2_2	20
sky130_fd_sc_hd__mux2i_1	20
sky130_fd_sc_hd__mux4_2	31
sky130_fd_sc_hd__nand2_1	101
sky130_fd_sc_hd__nand2b_1	24
sky130_fd_sc_hd__nand3_1	22
sky130_fd_sc_hd__nand4_1	10
sky130_fd_sc_hd__nor2_1	118
sky130_fd_sc_hd__nor2b_1	30
sky130_fd_sc_hd__nor3_1	39
sky130_fd_sc_hd__nor4_1	11
sky130_fd_sc_hd__o21a_1	24
sky130_fd_sc_hd__o21ai_0	68
sky130_fd_sc_hd__o21bai_1	27
sky130_fd_sc_hd__xnor2_1	136
sky130_fd_sc_hd__xor2_1	56
[kinds of logic (layout without fill, tap and decap cells)]
kind of cell    Yosys count  count (layout)
flops                   200             200
simple gates            416             416
fa+ha+maj               691             691
other cells               2             153
buf+inv                 534             556
compound gates          364             364
xor+xnor                194             194
mux                      71              71
Power is estimated from default activity; no workload was simulated.
